## flow/config.mk

```make
export PLATFORM = sky130hd
export DESIGN_NAME = Mux4to1Nbit
export DESIGN_NICKNAME = Mux4to1Nbit
export VERILOG_FILES = /design/flow/design.v
export SDC_FILE = /design/flow/constraint.sdc
export NUM_CORES = 4
export LEC_CHECK = 1
export CORE_AREA = 10 10 132 132
export DIE_AREA = 0 0 142 142
```

## flow/constraint.sdc

```tcl
current_design Mux4to1Nbit

set clk_period 1.1
set clk_io_pct 0.2

create_clock -name clk0 -period $clk_period

set non_clock_inputs [all_inputs -no_clocks]
set_input_delay [expr $clk_period * $clk_io_pct] -clock clk0 $non_clock_inputs
set_output_delay [expr $clk_period * $clk_io_pct] -clock clk0 [all_outputs]
```

## flow/design.v

```verilog
module Mux4to1Nbit(F, S, I0, I1, I2, I3);
	parameter N = 64;
	input [N-1:0]I0, I1, I2, I3;
	input [2:0]S;
	output [N-1:0]F;
	assign F = S[1] ? (S[0] ? I3 : I2) : (S[0] ? I1 : I0);
endmodule
module Mux8to1Nbit(F, S, I0, I1, I2, I3, I4, I5, I6, I7);
	parameter N = 64;
	input [N-1:0]I0, I1, I2, I3, I4, I5, I6, I7;
	input [2:0]S;
	output [N-1:0]F;
	assign F = S[2] ? (S[1] ? (S[0] ? I7 : I6) : (S[0] ? I5 : I4)) : (S[1] ? (S[0] ? I3 : I2) : (S[0] ? I1 : I0));
endmodule
module Mux32to1Nbit(F, S, I00, I01, I02, I03, I04, I05, I06, I07, I08, I09,
								  I10, I11, I12, I13, I14, I15, I16, I17, I18, I19,
								  I20, I21, I22, I23, I24, I25, I26, I27, I28, I29,
								  I30, I31);
	parameter N = 8;
	output reg [N-1:0]F;  
	input [4:0]S;  
	input [N-1:0]I00, I01, I02, I03, I04, I05, I06, I07, I08, I09;
	input [N-1:0]I10, I11, I12, I13, I14, I15, I16, I17, I18, I19;
	input [N-1:0]I20, I21, I22, I23, I24, I25, I26, I27, I28, I29;
	input [N-1:0]I30, I31;
	always @(*) begin
		case(S)
			5'h00: F <= I00;
			5'h01: F <= I01;
			5'h02: F <= I02;
			5'h03: F <= I03;
			5'h04: F <= I04;
			5'h05: F <= I05;
			5'h06: F <= I06;
			5'h07: F <= I07;
			5'h08: F <= I08;
			5'h09: F <= I09;
			5'h0A: F <= I10;
			5'h0B: F <= I11;
			5'h0C: F <= I12;
			5'h0D: F <= I13;
			5'h0E: F <= I14;
			5'h0F: F <= I15;
			5'h10: F <= I16;
			5'h11: F <= I17;
			5'h12: F <= I18;
			5'h13: F <= I19;
			5'h14: F <= I20;
			5'h15: F <= I21;
			5'h16: F <= I22;
			5'h17: F <= I23;
			5'h18: F <= I24;
			5'h19: F <= I25;
			5'h1A: F <= I26;
			5'h1B: F <= I27;
			5'h1C: F <= I28;
			5'h1D: F <= I29;
			5'h1E: F <= I30;
			5'h1F: F <= I31;
		endcase
	end
endmodule
module mux2to1_64bit(F, S, I0, I1);
	input [63:0] I0, I1;
	input S;
	output [63:0] F;
	assign F = S ? I1 : I0;
endmodule
module tri_buf (a,b,enable);
	input [63:0] a;
	output[63:0] b;
	input enable;
	assign b = (enable) ? a : 64'bz;
endmodule
```

## flow/run.sh

```bash
#!/bin/bash
# OpenROAD 26Q1-2900-gdf79404cd8, Yosys 0.63+post, stock flow scripts
make -C /OpenROAD-flow-scripts/flow DESIGN_CONFIG=/design/flow/config.mk WORK_HOME=/design/flow/orfs finish
```

==> ds_physical_params.txt <==
Characteristics after synthesis and place and route

Parameter                              Value

Setup path
  Critical path class .................. in -> out
  Cell family contributing the most delay on the critical path .................. buffers and inverters
  Required time of the critical path .................. 0.88 ns
  Worst-path cell with the longest stage delay .................. sky130_fd_sc_hd__mux4_2
  Worst Setup End Kind .................. primary output
  Worst path buffer plus inverter count .................. 6
  Delay of the slowest cell on the worst path .................. slightly above 0.4 ns
  Data arrival, critical path .................. 1.37 ns
  Nature of the critical path startpoint .................. input port
  Cell repeated most along the worst path .................. sky130_fd_sc_hd__buf_12
  Maximum net fanout on the critical path .................. 5
  Cells along the critical path .................. buf_12, buf_12, buf_12, buf_8, buf_4, mux4_2, buf_2

Placed design
  Total placed instance area .................. around 5200 µm²
  Half-perimeter wire length of the detailed placement result .................. 12700 µm
  Count of input and output buffers .................. 322
  Placed cell count .................. between 500 and 600
  Gp weighted congestion .................. 0.863

Pwr
  Power per cell area .................. approximately 350 nW/µm²
  Final total power .................. 1.82 mW
  Leak Pwr .................. 2.45 nW
  Worst-case vdd ir drop .................. around 0.14 mV

Finish
  Most frequent cells in the layout .................. 121 x sky130_fd_sc_hd__clkdlybuf4s50_1, 107 x sky130_fd_sc_hd__dlygate4sd2_1, 64 x sky130_fd_sc_hd__mux4_2
  Most common cell after layout, fill and taps aside .................. sky130_fd_sc_hd__clkdlybuf4s50_1
  Post-synthesis to final-layout area growth .................. 223%
  Area used by sequential logic in the layout .................. 0 µm²
  Final standard cell area without fillers .................. roughly 5200 µm²
  Sequential cells .................. 0
  Non-filler cells in the finished layout .................. 629
  Fraction of layout instances using a drive strength above 1 .................. 42.2%
  Clock buffers .................. 0

Route
  Routed wirelength normalized by instance count .................. 22.6 µm
  Number of DRC markers after the initial detailed-route iteration .................. 31
  Overall via count from detail_route .................. 2557
  Number of iterations in the first detailed-routing pass .................. 4
  Number of antenna-violating nets in the routed design .................. 0
  DR vias/cell .................. 4.07
  Detailed-route DRC error count .................. 0
  Routed wire length .................. 14200 µm

GRT
  Overall Global Routing Usage .................. 13.3%
  Pin count of the biggest net entering global routing .................. 20
  Number of global-route vias before repair .................. between 2000 and 3000
  Antenna violations before repair .................. 0
  Sum of overflow across all layers after global routing .................. 0
  Wire length of the first global-routing pass .................. 20300 µm

Min path
  Worst Hold Depth .................. 3
  Source of the worst hold timing path .................. I2[45]
  Worst hold path type .................. in -> out
  End of the worst hold path .................. F[45]

Logic synthesis
  Summed instance area of the synthesized netlist .................. approximately 1600 µm²
  Number of warnings printed during yosys synthesis .................. 1
  Sequential area share after synthesis .................. 0%
  Post-synthesis cell count from yosys .................. 78
  Syn_area_per_cell .................. 20.8 µm²
  Gate Count Post-Synth .................. between 70 and 80
  Synthesis area per yosys .................. 1620 µm²
  Number of unique standard cell types used by synthesis .................. 6

Floorplanning
  Count of pins on the block boundary .................. 323
  Core Area .................. 14500 µm²
  Initial standard-cell utilization of the core .................. 11.2%
  Die ar. .................. 20200 µm²
  Horizontal die dimension .................. roughly 140 µm
  Site row count .................. 44
  Die span in y .................. about 140 µm

Final timing
  Max-slew headroom at the worst pin .................. between 90% and 100%
  RSZ-0062 raised after global routing .................. true
  Transition time of the tightest slew-check pin .................. 0.125 ns
  Total count of hold-check failures in the final report .................. 0
  Time the worst path needs with I/O delays and setup .................. 1.59 ns
  Aggregate negative setup slack .................. -22.60 ns
  Final setup vio count .................. 64
  Max Clk Rate .................. 628 MHz
  Min setup slack post-route .................. -0.491 ns
  Number of max-slew violations in the final report .................. 0
  Post-route clock period utilization .................. 145%

Run
  Number of max-cap violations .................. 0
  Stage-log warning count .................. 36

Outcome
  Result of the run .................. finished with violations
  Violations in the final reports .................. negative setup slack
[layer usage]
metal / global-route usage [%] / vias to the layer above / wire, µm
li1: - / 1152 / -
met1: 16.6 / 1226 / 5320
met2: 22.8 / 175 / 7320
met3: 4.74 / 4 / 1510
met4: 0.592 / 0 / 82
met5: 0 / - / 0
[power breakdown]
group	switching (mW)	internal, mW	total [mW]
Combinational	0.439	1.39	1.82
Sequential	0	0	0
Clock	0	0.000000244	0.000000244
Total	0.439	1.39	1.82
[cell families after synthesis]
kind of cell,share of synthesized area (%)
buf+inv,10.3
mux,89.7
[worst max path at each step]
stage	startpoint	to	slack, ns	cells past startpoint
6_report	S[0]	F[9]	-0.49	7
5_1_grt	S[0]	F[9]	-0.53	7
4_1_cts	S[0]	F[53]	-0.51	7
[area by class of cell]
| class | instances | area, µm² |
|---|---|---|
| fillers | 1449 | 9300 |
| repair buffers | 379 | 3560 |
| multi-input cells | 64 | 1440 |
| well taps | 184 | 230 |
| diodes | 2 | 5.00 |
[synth_stat cells, drive strengths merged]
cell     n  area share (%)
mux4    64              90
buf     13             9.9
clkbuf   1            0.31
[stage by stage]
step	setup WS [ns]	utilization, %	hold slack, ns
2_1_floorplan	-0.0737	-	0.599
3_3_place_gp	-0.794	35.5	1.42
3_5_place_dp	-0.787	35.5	1.42
4_1_cts	-0.506	35.4	0.929
5_1_grt	-0.534	36.0	0.840
6_report	-0.491	36.0	0.825
[repair_timing]
| item | 4_1_cts | 5_1_grt |
|---|---|---|
| hold buffers | 0 | 0 |
| endpoints found under the setup margin | 64 | 64 |
| cloned | 2 | 0 |
| setup buffers | 30 | 7 |
| resized | 348 | 47 |
Power is estimated from default activity; no workload was simulated.
